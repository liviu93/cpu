[flow/config.mk]
export PLATFORM = sky130hd
export DESIGN_NAME = instr_reg
export DESIGN_NICKNAME = instr_reg
export VERILOG_FILES = /design/flow/design.v
export SDC_FILE = /design/flow/constraint.sdc
export NUM_CORES = 4
export LEC_CHECK = 1
export CORE_AREA = 10 10 84 84
export DIE_AREA = 0 0 94 94
[flow/constraint.sdc]
current_design instr_reg

set clk_period 1.0
set clk_io_pct 0.2

create_clock -name clk0 -period $clk_period [get_ports {clk}]

set non_clock_inputs [all_inputs -no_clocks]
set_input_delay [expr $clk_period * $clk_io_pct] -clock clk0 $non_clock_inputs
set_output_delay [expr $clk_period * $clk_io_pct] -clock clk0 [all_outputs]
[flow/design.v]
module instr_reg (
	out,
	data,
	clk,
	en
);
localparam WIDTH = 18;
output[WIDTH-1:0] out;
input[WIDTH-1:0] data;
input clk, en;
reg[WIDTH-1:0] mem;
assign out = mem;
always @(posedge clk)
begin
	if (en)
		mem <= data;
end
endmodule
[flow/run.sh]
#!/bin/bash
# OpenROAD 26Q1-2900-gdf79404cd8, Yosys 0.63+post, stock flow scripts
make -C /OpenROAD-flow-scripts/flow DESIGN_CONFIG=/design/flow/config.mk WORK_HOME=/design/flow/orfs finish
==> results_dict.tcl <==
# flow metrics
set metrics [dict create \
    hold_path_class "in -> reg" \
    pwr-share-comb 0.094 \
    fmax_ghz 1.05 \
    syn_area_um2 541 \
    cts_htree_levels 1 \
    holdCritStartpoint "data[17]" \
    die_y_um 94 \
    grt_pass1_vias 373 \
    area_growth_pct 81.5 \
    firstDrtPassIters 2 \
    yosys_warnings 1 \
    drt_first_iter_violations 18 \
    cp-end-kind "output pin" \
    power_density_mw_per_mm2 1620 \
    seq_power_share 0.572 \
    lay_top_count "clkdlybuf4s50_1" \
    reg_top3 "mem (18)" \
    vias 330 \
    n_fill_cell 586 \
    syn_area_per_cell_um2 30.0 \
    clkTransAtPathRegs_ns 0.07 \
    fp_util 0.104 \
    cts_root_buf "clkbuf_8" \
    crit_family "flip-flops" \
    hold_viol 0 \
    clock_sinks 18 \
    cp-start-kind "flip-flop" \
    p_sw_frac 0.194 \
    internal_power_uw 1280 \
    peakVddDrop_uv 403 \
    logic_gate_count 0 \
    slew_headroom 0.903 \
    crit_path_start "mem[13]$_DFFE_PP_" \
    chipArea_mm2 0.00884 \
    grt-ovfl-total 0 \
    antenna_found_initial 0 \
    vias_per_cell 2.52 \
    setup_viol 0 \
    logic_area_um2 0 \
    holdWs_ns 0.495 \
    drtAntennaViolNets 0 \
    rsz0062_at_grt "no" \
    ys_area_um2 541 \
    drc_errors 0 \
    drive_gt1_frac 0.377 \
    chipWidth_um 94 \
    top_register "mem" \
    core-area_mm2 0.00520 \
    path_buffers 1 \
    finalCritPeriodShare 0.949 \
    portBuffers 37 \
    crit_slowest_cell "edfxtp_1" \
    path_class "reg -> out" \
    slowest_delay_ns 0.37 \
    num_rows 26 \
    post-dp-hpwl_um 1310 \
    drv_slew 0 \
    final_cells 131 \
    grt_max_degree 16 \
    ys_seq_frac 1.00 \
    final_cell_mix "19 x clkdlybuf4s50_1, 18 x edfxtp_1, 18 x buf_2" \
    synth.distinct_cells 1 \
    power_frac_clock 0.334 \
    worstPathArrival_ns 0.75 \
    hold_path_end "mem[17]$_DFFE_PP_" \
    min_period_ns 0.949 \
    critPathRequiredTime_ns 0.80 \
    p_switching_uw 307 \
    pin_count 38 \
    warnings 25 \
    p_leak_uw 0.000359 \
    largest_register_ffs 18 \
    grt_use_total 0.0354 \
    n_antenna_cell 0 \
    tritoncts "done" \
    min_path_cells 1 \
    dp.cells 127 \
    gp_congestion 0.635 \
    status "finished clean" \
    clockBufferDepth 2 \
    routed_wl_um 1580 \
    drv_cap 0 \
    crit_cells 1 \
    ys_cells 18 \
    worst_slew_pin_slew_ns 0.145 \
    wl_per_cell_um 12.1 \
    numSynthFlops 18 \
    cts_buffers 3 \
    grt_pass1_wl_um 2290 \
    syn_inst 18 \
    cp_max_fo 1 \
    cp_cell_sequence "buf_2" \
]
power groups by stage:
stage | registers (uW) | logic (uW) | clock network, uW
after CTS | 908 | 154 | 553
after global routing | 914 | 165 | 585
final | 907 | 149 | 529
worst max-delay path by stage:
stage | to | slack (ns)
finish | out[13] | 0.05
CTS | out[5] | 0.04
global route | out[7] | 0.005
metrics by stage:
| step | utilization | power [uW] | worst slack [ns] | setup TNS, ns | area [um^2] |
|---|---|---|---|---|---|
| after detailed placement | 0.197 | 1130 | -0.213 | -3.75 | 1030 |
| final | 0.188 | 1580 | 0.0506 | 0 | 981 |
| after global placement | 0.197 | 1130 | -0.192 | -3.38 | 1030 |
| after CTS | 0.188 | 1610 | 0.0382 | 0 | 981 |
| after floorplan | - | 912 | 0.501 | 0 | 541 |
| after global routing | 0.188 | 1660 | 0.00461 | 0 | 981 |
routing by layer:
layer / routed length [um] / GRT usage
met5: 0 / 0
met3: 190 / 0.0234
met1: 787 / 0.0514
met2: 589 / 0.0426
met4: 16 / 0.00633
timing repair:
action	4_1_cts	5_1_grt
hold buffers	0	0
setup buffers	0	0
endpoints found under the hold margin	0	0
endpoints found under the setup margin	18	0
resized	57	0
Yosys cell counts:
cell type	instances	area (um^2)
edfxtp_1	18	541
cell type report:
cell class / instances / area (um^2) / share of cell area
Clock buffer: 3 / 41.3 / 0.0421
Sequential cell: 18 / 541 / 0.551
Clock inverter: 1 / 3.75 / 0.00383
Tap cell: 70 / 87.6 / 0.0893
Timing Repair Buffer: 39 / 308 / 0.314
cell families after synthesis:
| group | synth area share |
|---|---|
| DFF | 1.00 |
No activity file was given, so power comes from the tool's default toggle rates.
