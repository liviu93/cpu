==> design/flow/design.v <==
module cu(
	clk,
	rep_stop,
	opcode_old,
	opcode_new,
	is_imm,
	rep_reset,
	rep_enable,
	pc_enable,
	pc_load,
	pc_reset,
	alu_op,
	flags_reset,
	ram_we,
	reset,
	carry,
	ir_enable
);
localparam INIT				= 3'b000;
localparam ALU_SRC			= 3'b001;
localparam ALU_SRC_CARRY	= 3'b010;
localparam ALU_IMM			= 3'b011;
localparam ALU_IMM_CARRY	= 3'b100;
localparam BRANCH_TAKEN		= 3'b101;
localparam BRANCH_NOT_TAKEN	= 3'b110;
localparam STOP				= 3'b111;
input clk;
input rep_stop;
input[3:0] opcode_new;
input[3:0] opcode_old;
input carry;
input reset;
output is_imm;
output rep_reset;
output rep_enable;
output pc_enable;
output pc_reset;
output pc_load;
output flags_reset;
output ram_we;
output reg[2:0] alu_op;
output ir_enable;
reg[2:0] current_state;
reg[2:0] next_state;
assign is_imm = ((current_state == ALU_IMM) | (current_state == ALU_IMM_CARRY));
assign rep_reset = ((current_state == INIT) | (current_state == ALU_SRC) | (current_state == ALU_IMM) | (current_state == STOP));
assign rep_enable = ((current_state == ALU_IMM_CARRY) | (current_state == ALU_SRC_CARRY));
assign pc_enable = ((current_state == ALU_IMM) | (current_state == ALU_SRC) | (current_state == BRANCH_NOT_TAKEN));
assign pc_reset = (current_state == INIT);
assign pc_load = (current_state == BRANCH_TAKEN);
assign flags_reset = (current_state == INIT);
assign ram_we = ((current_state != BRANCH_TAKEN) & (current_state != BRANCH_NOT_TAKEN) & (current_state != INIT) & (current_state != STOP));
assign ir_enable = ((current_state != ALU_IMM_CARRY) & (current_state != ALU_SRC_CARRY));
always @ (*)
begin
	case (current_state)
		INIT, ALU_SRC, ALU_IMM: begin
			if (opcode_old == 4'b0000) 
				alu_op = 3'b001;
			else if (opcode_old == 4'b0110 | opcode_old == 4'b1000)
				alu_op = 3'b000;
			else if (opcode_old == 4'b0001)
				alu_op = 3'b010;
			else if (opcode_old == 4'b0011)
				alu_op = 3'b100;
			else if (opcode_old == 4'b1001 | opcode_old == 4'b1010)
				alu_op = 3'b101;
		end	
		INIT, ALU_SRC_CARRY, ALU_IMM_CARRY: begin
			if (opcode_old == 4'b0000) 
				alu_op = 3'b001;
			else if (opcode_old == 4'b0110 | opcode_old == 4'b1000)
				alu_op = 3'b011;
			else if (opcode_old == 4'b0001)
				alu_op = 3'b010;
			else if (opcode_old == 4'b0011)
				alu_op = 3'b100;
			else if (opcode_old == 4'b1001 | opcode_old == 4'b1010)
				alu_op = 3'b101;
		end	
	endcase	
end
always @ (negedge clk or posedge reset) 
begin
	if (reset) current_state <= INIT;
	else current_state <= next_state;	
end
always @ (*) 
begin
	next_state = current_state;
	case (current_state)
		STOP, INIT: begin	
			if (opcode_new == 4'b0101)
	next_state = BRANCH_TAKEN;
else if (opcode_new == 4'b1011) begin
if (carry)
	next_state = BRANCH_TAKEN;
else 
	next_state = BRANCH_NOT_TAKEN;			
end
else if ((opcode_new == 4'b1111))
	next_state = STOP;
else if ((opcode_new == 4'b1000 | opcode_new == 4'b1010))
	next_state = ALU_IMM;
else 
	next_state = ALU_SRC;
		end
		ALU_SRC: begin
			if (!rep_stop)
				next_state = ALU_SRC_CARRY;
			else
				if (opcode_new == 4'b0101)
	next_state = BRANCH_TAKEN;
else if (opcode_new == 4'b1011) begin
if (carry)
	next_state = BRANCH_TAKEN;
else 
	next_state = BRANCH_NOT_TAKEN;			
end
else if ((opcode_new == 4'b1111))
	next_state = STOP;
else if ((opcode_new == 4'b1000 | opcode_new == 4'b1010))
	next_state = ALU_IMM;
else 
	next_state = ALU_SRC;
		end
		ALU_IMM: begin
			if (!rep_stop)
				next_state = ALU_IMM_CARRY;
			else
				if (opcode_new == 4'b0101)
	next_state = BRANCH_TAKEN;
else if (opcode_new == 4'b1011) begin
if (carry)
	next_state = BRANCH_TAKEN;
else 
	next_state = BRANCH_NOT_TAKEN;			
end
else if ((opcode_new == 4'b1111))
	next_state = STOP;
else if ((opcode_new == 4'b1000 | opcode_new == 4'b1010))
	next_state = ALU_IMM;
else 
	next_state = ALU_SRC;
		end
		BRANCH_TAKEN, BRANCH_NOT_TAKEN: begin
			if (opcode_new == 4'b0101)
	next_state = BRANCH_TAKEN;
else if (opcode_new == 4'b1011) begin
if (carry)
	next_state = BRANCH_TAKEN;
else 
	next_state = BRANCH_NOT_TAKEN;			
end
else if ((opcode_new == 4'b1111))
	next_state = STOP;
else if ((opcode_new == 4'b1000 | opcode_new == 4'b1010))
	next_state = ALU_IMM;
else 
	next_state = ALU_SRC;
		end
		ALU_SRC_CARRY: begin
			if (rep_stop) begin	
			if (opcode_new == 4'b0101)
	next_state = BRANCH_TAKEN;
else if (opcode_new == 4'b1011) begin
if (carry)
	next_state = BRANCH_TAKEN;
else 
	next_state = BRANCH_NOT_TAKEN;			
end
else if ((opcode_new == 4'b1111))
	next_state = STOP;
else if ((opcode_new == 4'b1000 | opcode_new == 4'b1010))
	next_state = ALU_IMM;
else 
	next_state = ALU_SRC;
			end
			else
				next_state = ALU_SRC_CARRY;
		end
		ALU_IMM_CARRY: begin
			if (rep_stop) begin	
			if (opcode_new == 4'b0101)
	next_state = BRANCH_TAKEN;
else if (opcode_new == 4'b1011) begin
if (carry)
	next_state = BRANCH_TAKEN;
else 
	next_state = BRANCH_NOT_TAKEN;			
end
else if ((opcode_new == 4'b1111))
	next_state = STOP;
else if ((opcode_new == 4'b1000 | opcode_new == 4'b1010))
	next_state = ALU_IMM;
else 
	next_state = ALU_SRC;
			end
			else
				next_state = ALU_IMM_CARRY;
		end
	endcase
end
endmodule
==> design/flow/run.sh <==
#!/bin/bash
# OpenROAD 26Q1-2900-gdf79404cd8, Yosys 0.63+post, stock flow scripts
make -C /OpenROAD-flow-scripts/flow DESIGN_CONFIG=/design/flow/config.mk WORK_HOME=/design/flow/orfs finish
==> design/flow/config.mk <==
export PLATFORM = sky130hd
export DESIGN_NAME = cu
export DESIGN_NICKNAME = cu
export VERILOG_FILES = /design/flow/design.v
export SDC_FILE = /design/flow/constraint.sdc
export NUM_CORES = 4
export LEC_CHECK = 1
export CORE_AREA = 10 10 70 70
export DIE_AREA = 0 0 80 80
==> design/flow/constraint.sdc <==
current_design cu

set clk_period 1.6
set clk_io_pct 0.2

create_clock -name clk0 -period $clk_period [get_ports {clk}]

set non_clock_inputs [all_inputs -no_clocks]
set_input_delay [expr $clk_period * $clk_io_pct] -clock clk0 $non_clock_inputs
set_output_delay [expr $clk_period * $clk_io_pct] -clock clk0 [all_outputs]
==> results.toml <==
# implementation run metrics
[global_routing]
grt_pass1_wl_um = 2620
grt_max_degree = 8
use_met3_pct = 3.18
overflow = 0
top_usage_layer = "met2"
first_global_vias = 640
globalRouteMet1Util_pct = 5.27
grt_util_all_layers_pct = 4.87
use_met2_pct = 7.87
antenna_found_initial = 0

[final_timing]
hold_viol = 0
slew_headroom_pct = 81.1
skew_ps = 2.41
setup_tns_ps = -7090
unclocked_regs = 3
max_slew.worst_pin.slew_ps = 281
untimed_endpoints = 6
rsz0062_at_grt = "yes"
fin_ws_ps = -838
setup_violations = 11
slew_viol_final = 0

[critical_path]
critPathRequiredTime_ps = 1280
cp_cell_sequence = "buf_6 -> nand2_2 -> buf_6 -> o21ai_4 -> buf_2"
cp_slowest_stage_delay_ps = 490
critical_path_class = "reg2out"
cpMaxStageDelayCell = "dfrtn_1"
worstPathArrival_ps = 2120
cpMostUsedCell = "buf_6"
cp_max_fo = 4
cp-start-kind = "flop"
worst_setup_path_end_kind = "output pin"

[cts]
cts.htree.levels = 1
cts_root_buf = "clkbuf_4"
cts_tree = "done"
clk_latency_ps = 250
cts_made_buffers = 3
cts_hold_buf = 0
clock_path_buffers = 2
path_clk_slew_ps = 30

[drt]
drt_wl_total_um = 1670
first_pass_iters = 4
detail_route.wl_per_cell_um = 10.6
num_antenna_cells = 0
dr_total_vias = 619
ant_nets = 0
first_iter_violations = 17
vias_per_cell = 3.92
drc = 0

[placed_design]
dp.final_hpwl_um = 1100
dp_slack_ps = -883
io_buffer_count = 23
place_congestion = 0.792
dp.cells = 138

[outcome]
status = "finished, violations left"
violations = "negative setup slack"

[flow_run]
log.warning_count = 28
cap_violations = 0

[power_and_ir_drop]
power.density_cell_area_nw_per_um2 = 1010
p_total_w = 0.00101
ir_drop_v = 0.000307
leakage_nw = 0.465

[floorplanning]
die_h_um = 80
fp_util_pct = 12.3
rows = 21
die_width_um = 80
pin_count = 24
die_area_sq_um = 6400
core_sq_um = 3420

[worst_hold_path]
hp-class = "reg2reg"

[final_layout]
drive_gt1_share_pct = 56.3
area_growth_pct = 139
fin_cells = 158

[synth]
yosys.area.top_type = "dfrtn_1"
ys_ff = 6
syn_area_per_cell_sq_um = 7.15
synth_area_sq_um = 422
yosys_warnings = 1
ys_cells = 59
ys_area_sq_um = 422
edf_count = 0
common_cells = "nand2_1, o21ai_1, a21oi_1, nor3_1, nor2_1"
flop_cell = "dlxtn_1"
ys_async_sr_fraction_pct = 50.0
yosys.area.top_type_share_pct = 17.8
ys_types = 27
top_cells_by_area = "dfrtn_1, dlxtn_1, o21ai_1"
synth_cells = 59
top_cell = "nand2_1"
stage by stage:
| step | cell area [sq um] | util, % | hold WS, ps |
|---|---|---|---|
| 6_report | 1010 | 29.5 | 730 |
| 5_1_grt | 1010 | 29.5 | 793 |
| 4_1_cts | 936 | 27.4 | 704 |
| 3_5_place_dp | 783 | 22.9 | 674 |
| 3_3_place_gp | 783 | 22.9 | 688 |
| 2_1_floorplan | 428 | - | 613 |
cells by family after synthesis:
logic type	Yosys count	share of synthesized area (%)
AND-OR/OR-AND	19	27.9
buffers and inverters	8	10.1
multiplexers	1	2.67
XOR/XNOR	1	2.08
AND/OR/NAND/NOR	24	28.8
flip-flops	3	17.8
latches	3	10.7
path summary, 6_finish.rpt:
check / from / cells after the start / end / slack, ps
min in group asynchronous: reset / 2 / current_state[2] / 930
setup / recovery: current_state[1] / 5 / is_imm / -840
max in group asynchronous: reset / 2 / current_state[1] / 510
hold reg to reg: current_state[2] / 3 / current_state[2] / 730
setup reg to reg: current_state[1] / 6 / current_state[1] / 310
hold / removal: current_state[2] / 3 / current_state[2] / 730
sequential cells by signal, summed over array words and instances (netlist names):
register,flops
alu_op,3
current_state,3
critical path, delay by kind of cell, from the launching register on:
family                 cells  cell delay [ps]
DFF                        1              490
buffers and inverters      3              390
AOI/OAI and AO/OA          1              130
and+or+nand+nor            1               60
layout make-up:
| class | instances | area (sq um) |
|---|---|---|
| clock buffer | 4 | 26.3 |
| fill | 356 | 2410 |
| inverter | 5 | 21.3 |
| multi-input combinational | 45 | 324 |
| sequential | 6 | 120 |
| tap | 46 | 57.6 |
| timing repair buffer | 52 | 459 |
layout by cell type, fill, tap and decap left out, types with 3 or more instances in the layout:
| cell | synthesis | final |
|---|---|---|
| a21oi_1 | 5 | 5 |
| buf_2 | 1 | 6 |
| buf_4 | 1 | 17 |
| buf_6 | 1 | 17 |
| clkbuf_4 | 0 | 3 |
| clkdlybuf4s50_1 | 0 | 8 |
| dfrtn_1 | 3 | 3 |
| dlxtn_1 | 3 | 3 |
| nand2_1 | 8 | 6 |
| nor2_1 | 4 | 4 |
| nor3_1 | 5 | 4 |
| o21ai_1 | 7 | 3 |
| o21ai_2 | 1 | 3 |
report_power, final:
group | switching (W) | internal [W] | leakage [nW]
registers | 0.0000346 | 0.000114 | 0.0603
clock network | 0.0000422 | 0.0000937 | 0.0150
logic | 0.000268 | 0.000462 | 0.389
layer usage:
layer  share of wire, %  up-vias
met5                  0        -
met4               0.84        0
met3                 15        2
met2                 42       30
met1                 42      274
li1                   -      313
repair_timing:
item	4_1_cts	5_1_grt
setup endpoints to repair	12	11
buffers inserted	12	5
pin swaps	11	10
resized	61	16
Power is estimated from default activity; no workload was simulated.
