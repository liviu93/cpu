[flow/run.sh]
#!/bin/bash
# OpenROAD 26Q1-2900-gdf79404cd8, Yosys 0.63+post, stock flow scripts
make -C /OpenROAD-flow-scripts/flow DESIGN_CONFIG=/design/flow/config.mk WORK_HOME=/design/flow/orfs finish
[flow/config.mk]
export PLATFORM = sky130hd
export DESIGN_NAME = ram
export DESIGN_NICKNAME = ram
export VERILOG_FILES = /design/flow/design.v
export SDC_FILE = /design/flow/constraint.sdc
export NUM_CORES = 4
export LEC_CHECK = 1
export CORE_UTILIZATION = 30
[flow/constraint.sdc]
current_design ram

set clk_period 3.2
set clk_io_pct 0.2

create_clock -name clk0 -period $clk_period [get_ports {clk}]

set non_clock_inputs [all_inputs -no_clocks]
set_input_delay [expr $clk_period * $clk_io_pct] -clock clk0 $non_clock_inputs
set_output_delay [expr $clk_period * $clk_io_pct] -clock clk0 [all_outputs]
[flow/design.v]
module ram(
	clk,
	address_a,
	address_b,
	dest,
	data,
	out_a,
	out_b,
	we
);
parameter ADDR_WIDTH = 4;
parameter RAM_DEPTH = 16;
input[ADDR_WIDTH-1:0] address_a;
input[ADDR_WIDTH-1:0] address_b;
input[ADDR_WIDTH-1:0] dest;
input data;
input clk;
input we;
output out_a, out_b;
reg [RAM_DEPTH-1:0] mem;
assign out_a = mem[address_a];
assign out_b = mem[address_b];
always @ (negedge clk)
begin : MEM_WRITE
	if (we)
		mem[dest] <= data;
end
initial
begin
	mem = 16'b0;	
	mem[0] = 1;
	mem[1] = 0;
	mem[2] = 0;
	mem[3] = 1;
	mem[4] = 0;
	mem[5] = 1;
	mem[6] = 1;
	mem[7] = 1;
end
endmodule
==> impl_metrics.toml <==
# flow metrics
[power]
power.switching_mw = 0.227
share_seq_of_total_power_pct = 36.2
swShare_pct = 31.1
power_density_nw_per_um2 = 326
p_clk_share_pct = 31.6
report.power.total_mw = 0.731
intPower_mw = 0.504
leakagePower_nw = 0.909
pwr-share-comb_pct = 32.2
ir_drop_mv = 0.158

[layout]
reg_top3 = "mem (16)"
fin_util_pct = 54.4
mostFrequentLayoutCells = "44 x buf_4, 16 x inv_1, 16 x edfxtp_1"
largest_reg_flops = 16
stdcell_area_um2 = 2240
top_register = "mem"
seqCellArea_um2 = 480
area_growth_pct = 70.2
lay_top_count = "buf_4"
drive_gt1_share_pct = 49.2
logic_area_um2 = 967
fillers = 318

[place]
dpl.hpwl_um = 2540
io_buffer_count = 16
preCtsSetupSlack_ps = -878
place_congestion = 0.947
place_area_um2 = 1890

[hold_path]
hold_class = "reg -> reg"

[global_routing]
gr-usage-met3_pct = 3.55
grt_util_met2_pct = 24.0
grt_pass1_vias = 1156
track_usage_pct = 15.9
grtUsageMet1_pct = 24.0
grt_max_degree = 17
antenna_found_initial = 0
grt_pass1_wl_um = 5270
busiest_layer = "met2"
globalRouteOverflowTotal = 0

[detailed_routing]
routed_wl_um = 3600
wire_per_inst_um = 14.4
drtAntennaViolNets = 0
vias = 1311
drt_iter0_drc = 79
first_pass_iters = 4
drcViolationCount = 0
diodes = 0
via_per_inst = 5.27

[clock_tree]
clockRootBuffer = "clkbuf_8"
insertion_delay_ps = 310
cts_buffer_depth = 2
cts_tree = "yes"
clock_sinks = 16
numCtsBuffers = 3
clkTransAtPathRegs_ps = 30
h-tree-depth = 1

[setup_path]
critPathMaxStageDelay_ps = 470
cp.arrival_ps = 3300
path_max_fanout = 3
path_class = "reg -> out"
cp_cell_sequence = "mux4_2 -> nor2b_1 -> a211oi_1 -> a21oi_1 -> buf_2"
critPathSlowestCell = "mux4_2"
cp-end-kind = "output pin"
worstPathRequired_ps = 2560
setup.worst_path.start_class = "flip-flop"

[outcome]
outcome = "complete, but fails checks"
violations = "setup timing"

[synth]
ys_seq_elements = 16
synth-main-ff-cell = "edfxtp_1"
synth.distinct_cells = 40
ys_warn_count = 1
edf_count = 16
yosys_area_um2 = 1320
yosysCellCount = 116
compound_area_share_pct = 21.1
ys_sh_mux_pct = 17.8
synthArstFlopShare_pct = 0
syn_area_um2 = 1320
xor_share_pct = 0
synthSimpleGateAreaFrac_pct = 17.5
synthAdderAreaFrac_pct = 3.80
avgSynthCellArea_um2 = 11.3
postSynthSeqShare_pct = 36.5
topCombFamilyByArea = "AND-OR/OR-AND gates"
synthCells = 116

[sta]
final-setup-viol-count = 8
finClkSkew_ps = 0
maxSlewHeadroom_pct = 80.7
worst_slew_pin_slew_ps = 289
hold_violations = 0
rsz0062_at_grt = "true"
fin_hold_ws_ps = 628
drv_slew = 0
layout_setup_ws_ps = -737

[die]
coreArea_um2 = 4120
num_rows = 23
fp.dieW_um = 68.2
die_h_um = 68.2
fp_util_pct = 32.0
pin_count = 17
die_area_um2 = 4660

[job]
maxCapViolCount = 0
warnings = 47
layer usage:
layer,vias to the layer above,wire length (um)
met2,50,1720
li1,635,-
met4,0,0
met3,0,228
met1,626,1640
met5,-,0
timing repair:
item / in CTS / in global routing
buffers inserted: 4 / 7
gates resized: 46 / 20
endpoints found under the hold margin: 0 / 0
hold buffers: 0 / 0
gates cloned: 1 / 0
endpoints found under the setup margin: 18 / 18
pin swaps: 20 / 13
logic make-up (layout without fill, tap and decap cells):
logic type,after synthesis,in the layout
compound gates,35,35
fa+ha+maj,4,4
buf+inv,8,90
flops,16,16
mux,11,11
simple gates,42,43
final cells by class:
type | count | share of cell area (%)
clock buffers | 3 | 1.84
clock inverters | 17 | 2.91
inverters | 2 | 1.23
multi-input cells | 93 | 43.2
flip-flops and latches | 16 | 21.5
well taps | 50 | 2.79
repair buffers | 68 | 26.6
worst paths after layout:
| kind | start | cells past startpoint | slack, ps | end |
|---|---|---|---|---|
| setup / recovery | mem[0]$_DFFE_NP_ | 5 | -740 | out_a |
| hold / removal | mem[8]$_DFFE_NP_ | 1 | 630 | mem[8]$_DFFE_NP_ |
| setup reg to reg | mem[0]$_DFFE_NP_ | 2 | 2100 | mem[0]$_DFFE_NP_ |
| hold reg to reg | mem[8]$_DFFE_NP_ | 1 | 630 | mem[8]$_DFFE_NP_ |
metrics by stage:
step,instances,setup TNS (ps)
2_1_floorplan,116,-3290
3_3_place_gp,219,-14430
3_5_place_dp,219,-14900
4_1_cts,243,-3600
5_1_grt,249,-1940
6_report,249,-1690
worst max-delay path, delay by kind of cell, from the launching register on:
family | cells | cell delay, ps
AND/OR/NAND/NOR | 1 | 140
multiplexers | 1 | 470
AND-OR/OR-AND | 2 | 230
buffers and inverters | 1 | 110
flip-flops | 1 | 430
cell usage after synthesis (3+ instances only):
cell | number | area [um2]
nand2_1 | 16 | 60.1
edfxtp_1 | 16 | 480
o2bb2ai_1 | 7 | 61.3
o22ai_1 | 4 | 25.0
inv_1 | 3 | 11.3
o21ai_0 | 7 | 35.0
nand3_1 | 3 | 15.0
nor3b_1 | 4 | 30.0
nor2_1 | 5 | 18.8
nand2b_1 | 5 | 31.3
ha_1 | 4 | 50.1
mux4_1 | 6 | 158
power groups by stage:
stage / combinational, mW / sequential, mW / clock (mW)
after CTS: 0.217 / 0.264 / 0.235
after global routing: 0.250 / 0.265 / 0.263
final: 0.236 / 0.265 / 0.231
Power and IR drop assume default switching activity.
